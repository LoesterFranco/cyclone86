==> /design/flow/run.sh <==
#!/bin/bash
# OpenROAD 26Q1-2900-gdf79404cd8, Yosys 0.63+post, stock flow scripts
make -C /OpenROAD-flow-scripts/flow DESIGN_CONFIG=/design/flow/config.mk WORK_HOME=/design/flow/orfs finish
==> /design/flow/config.mk <==
export PLATFORM = sky130hd
export DESIGN_NAME = vga
export DESIGN_NICKNAME = vga
export VERILOG_FILES = /design/flow/design.v
export SDC_FILE = /design/flow/constraint.sdc
export NUM_CORES = 4
export LEC_CHECK = 1
export CORE_AREA = 10 10 105 105
export DIE_AREA = 0 0 115 115
==> /design/flow/constraint.sdc <==
current_design vga

set clk_period 2.3
set clk_io_pct 0.2

create_clock -name clk0 -period $clk_period [get_ports {CLOCK}]

set non_clock_inputs [all_inputs -no_clocks]
set_input_delay [expr $clk_period * $clk_io_pct] -clock clk0 $non_clock_inputs
set_output_delay [expr $clk_period * $clk_io_pct] -clock clk0 [all_outputs]
==> /design/flow/design.v <==
module vga
(
    input   wire        CLOCK,
    output  reg  [3:0]  VGA_R,       
    output  reg  [3:0]  VGA_G,       
    output  reg  [3:0]  VGA_B,       
    output  wire        VGA_HS,      
    output  wire        VGA_VS       
);
parameter hz_visible = 800;
parameter hz_front   = 56;
parameter hz_sync    = 120;
parameter hz_back    = 64;
parameter hz_whole   = 1040;
parameter vt_visible  = 600;
parameter vt_front    = 37;
parameter vt_sync     = 6;
parameter vt_back     = 23;
parameter vt_whole    = 666;
assign VGA_HS = x >= (hz_back + hz_visible + hz_front);  
assign VGA_VS = y >= (vt_back + vt_visible + vt_front);  
wire        xmax = (x == hz_whole - 1);
wire        ymax = (y == vt_whole - 1);
reg  [10:0] x    = 0;
reg  [10:0] y    = 0;
wire [9:0]  X    = x - hz_back;  
wire [9:0]  Y    = y - vt_back;  
always @(posedge CLOCK) begin
    x <= xmax ?         0 : x + 1;
    y <= xmax ? (ymax ? 0 : y + 1) : y;
    if (x >= hz_back && x < hz_visible + hz_back &&
        y >= vt_back && y < vt_visible + vt_back)
    begin
         {VGA_R, VGA_G, VGA_B} <= X >= 144 && X < 656 && Y >= 44 && Y < 556 ? 12'h48C : 12'h222;
    end
    else {VGA_R, VGA_G, VGA_B} <= 12'b0;
end
endmodule
==> summary.txt <==
Synthesis and PnR results.

- The run finished with clean final reports.
- The number of antenna diodes reads 0.
- The class of the tightest hold or removal check is register to register.
- The master cell of the clock root buffer reads sky130_fd_sc_hd__clkbuf_8.
- Per the Yosys statistics, synthesis produced 168 cells.
- The top flip-flop cell by instance count after synthesis reads sky130_fd_sc_hd__dfxtp_1.
- The largest clock skew in the final design is 0.007151 ns.
- The share of the core area taken by cells at floorplan is 17.99%.
- The critical path in this run is classified as register to primary output.
- For this run, the number of Yosys warnings is 1.
- Ranking logic cells in the layout by count gives the top entries sky130_fd_sc_hd__nor2_1, sky130_fd_sc_hd__dfxtp_1, sky130_fd_sc_hd__nand3_1, sky130_fd_sc_hd__xnor2_1, sky130_fd_sc_hd__edfxtp_1.
- The last weighted congestion value of the routability-driven placer is 0.8356.
- The arrival time of data at the worst endpoint is listed as 1.65 ns.
- The wire length recorded after detailed routing is 2.925 mm.
- The startpoint class of the critical path is a register.
- Once iteration 0 of detailed routing completed, the report listed 113 DRC markers.
- Per the CTS log, the maximum H-tree level is 1.
- The utilization of the core after routing reads 20.55%.
- The overall fraction of global-route tracks in use reads 4.275%.
- The sequential-to-total area share from yosys stat is 37.46%.
- Global routing finished with a remaining overflow of 0.
- The total clock buffers created by CTS reads 3.
- The worst supply voltage drop on vdd is 0.0003551 V.
- The final count of negative-setup-slack endpoints reads 0.
- The area added between synthesis and finish is 14.21%.
- The number of maximum-capacitance violations is 0.
- The number of flops mapped to enable cells by yosys is 11.
- On the reported timing paths, the clock transition at the registers reads 0.09 ns.
- The number of buffers on the longest clock path reads 2.
- The post-synth design cell area is 1577 µm².
- Setup repair after global routing left no endpoint under its margin.
- The count of clock tree sinks reads 24.
- The first global-routing pass estimated 4.899 mm of wire.
- The floorplan step defined a die boundary enclosing 13230 µm².
- The count of unique library cells instantiated by Yosys is 49.
- The total count of hold-check failures in the final report is 0.
- The I/O pin count reads 15.
- The final critical-path required period is 2.112 ns.
- The leakage power reads 0.6449 nW.
- The dominant logic cell type in the layout reads sky130_fd_sc_hd__nor2_1.
- The summed standard-cell area reported by yosys is 1577 µm².
- Power spread over the standard cell area amounts to 429.8 nW/µm².
- The number of buffers added on ports reads 9.
- The floorplan has 34 rows.
- The clock reaches the later pin of the worst-skew pair after 0.27 ns.
- The fraction of final layout cells with drive strength greater than 1 is 12.72%.
- Per the detail_route report, vias per standard cell equal 3.972.
- The peak fanout along the critical path reads 4.
- In the final routed layout, each cell accounts on average for 10.41 µm.
- The part of the cycle the worst path needs reads 91.83%.
- The final antenna-violating net count reads 0.
- In this run the horizontal extent of the chip is 115 µm.
- The y dimension of the die reads 115 µm.
- Detailed routing inserted a total of 1116 vias.
- The number of global-route vias before repair is 1021.
- In this run the standard cell core region covers 8763 µm².
- The synthesized area per cell is 9.384 µm².
- Entering global routing, the biggest net connects 17 pins.
- The number of cells upsized or downsized after cts reads 0.
- The number of standard cells after synthesis reads 168.
- The pre-CTS setup slack is 0.2909 ns.
- After synthesis, the share of flip-flops with an asynchronous set or reset is 0%.
- The number of detailed-route iterations in the first pass is 4.
- The number of antenna violations at the first check in global routing was 0.
- For the worst setup path, the data required time is 1.84 ns.
- The detailed-placement wirelength estimate reads 2.059 mm.
- The post-detailed-route DRC marker count is 0.
- The flop and latch count out of synthesis is 24.
- The nature of the critical path endpoint reads a primary output.
- The worst path setup slack after routing reads 0.1880 ns.
- Max-slew check failures listed in the final report amount to 0.
- The clock tree from TritonCTS is done.
- The count of warning messages emitted by the tools is 30.
- The maximum frequency from static timing analysis is 0.4735 GHz.
- The post-CTS hold buffer count recorded in the log is 0.
- The final setup TNS reads 0 ns.
[flip-flops by register name, indices dropped and copies added, names as in the netlist]
register	count
x	11
y	11
VGA_B	2
[synth_stat cells, types with 3 or more instances]
library cell | n | area share [%]
sky130_fd_sc_hd__dfxtp_1 | 13 | 17
sky130_fd_sc_hd__nand2_1 | 7 | 1.7
sky130_fd_sc_hd__edfxtp_1 | 11 | 21
sky130_fd_sc_hd__nand3_1 | 11 | 3.5
sky130_fd_sc_hd__buf_6 | 3 | 2.1
sky130_fd_sc_hd__nor2_1 | 19 | 4.5
sky130_fd_sc_hd__buf_2 | 3 | 0.95
sky130_fd_sc_hd__inv_1 | 7 | 1.7
sky130_fd_sc_hd__nor4_1 | 3 | 1.2
sky130_fd_sc_hd__buf_4 | 12 | 5.7
sky130_fd_sc_hd__ha_1 | 5 | 4.0
sky130_fd_sc_hd__xnor2_1 | 11 | 6.1
sky130_fd_sc_hd__nor2b_1 | 3 | 1.2
sky130_fd_sc_hd__clkbuf_1 | 3 | 0.71
sky130_fd_sc_hd__a21oi_1 | 3 | 0.95
sky130_fd_sc_hd__o21ai_0 | 5 | 1.6
sky130_fd_sc_hd__xor2_1 | 10 | 5.6
[per-layer routing]
layer / up-vias / global-route usage (%) / wire length [µm]
li1: 576 / - / -
met1: 511 / 6.922 / 1633
met2: 27 / 5.893 / 1101
met3: 2 / 0.5274 / 136
met4: 0 / 0.9076 / 54
met5: - / 0 / 0
[cells by family after synthesis]
| group | Yosys count | share of synthesized area, % |
|---|---|---|
| buf+inv | 28 | 11.19 |
| other cells | 1 | 0.2379 |
| flops | 24 | 37.46 |
| simple gates | 66 | 24.60 |
| fa+ha+maj | 5 | 3.968 |
| xor+xnor | 21 | 11.67 |
| compound gates | 23 | 10.87 |
[final cells by class]
cell class	instances	area (µm²)
clock buffers	4	66.31
fillers	951	6963
well taps	108	135.1
flip-flops and latches	24	590.6
multi-input cells	120	824.5
repair buffers	18	157.7
inverters	7	26.28
[path summary, 6_finish.rpt]
path	end	depth (start not counted)	start	slack, ns
setup reg to reg	VGA_B[1]$_SDFF_PN0_	6	y[0]$_SDFFCE_PN0N_	0.26
hold / removal	x[0]$_SDFF_PN0_	1	x[0]$_SDFF_PN0_	0.48
setup / recovery	VGA_VS	5	y[6]$_SDFFCE_PN0N_	0.19
hold reg to reg	x[0]$_SDFF_PN0_	1	x[0]$_SDFF_PN0_	0.48
[through the flow]
stage / power [mW] / hold WS (ns) / instances / instance area [µm²]
floorplan: 0.4575 / 0.4297 / 172 / 1592
global placement: 0.4523 / 0.4430 / 275 / 1719
detailed placement: 0.4522 / 0.4563 / 275 / 1719
CTS: 0.7768 / 0.4795 / 279 / 1785
global route: 0.7950 / 0.5044 / 281 / 1800
finish: 0.7738 / 0.4778 / 281 / 1800
[worst max-delay path: stages (launching register included)]
cell and delay [ns]:
sky130_fd_sc_hd__edfxtp_1 0.45, sky130_fd_sc_hd__nor2_1 0.20, sky130_fd_sc_hd__a21boi_0 0.11, sky130_fd_sc_hd__o21ai_0 0.15, sky130_fd_sc_hd__nand2b_1 0.07, sky130_fd_sc_hd__clkdlybuf4s50_1 0.40
[where the power goes]
group	total, mW	switching, mW	internal, mW
clock	0.332	0.143	0.189
combinational	0.000427	0.000427	0
sequential	0.442	0	0.442
[timing repair]
action	4_1_cts	5_1_grt
endpoints found under the hold margin	0	0
setup endpoints to repair	0	1
buffers inserted	0	2
Power and IR drop assume default switching activity.
