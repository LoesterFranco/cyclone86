## ./config.mk

```make
export PLATFORM = sky130hd
export DESIGN_NAME = sdramvga
export DESIGN_NICKNAME = sdramvga
export VERILOG_FILES = /design/flow/design.v
export SDC_FILE = /design/flow/constraint.sdc
export NUM_CORES = 4
export LEC_CHECK = 1
export CORE_UTILIZATION = 30
```

## ./constraint.sdc

```tcl
current_design sdramvga

set clk_period 8.0
set clk_io_pct 0.2

create_clock -name clk0 -period $clk_period [get_ports {clock_100_mhz}]
create_clock -name clk1 -period $clk_period [get_ports {clock_25_mhz}]

set non_clock_inputs [all_inputs -no_clocks]
set_input_delay [expr $clk_period * $clk_io_pct] -clock clk0 $non_clock_inputs
set_output_delay [expr $clk_period * $clk_io_pct] -clock clk0 [all_outputs]
```

## ./design.v

```verilog
module sdramvga
(
    input  wire         clock_100_mhz,
    input  wire         clock_25_mhz,
    input  wire [25:0]  i_address,       
    input  wire         i_we,            
    input  wire [ 7:0]  i_data,          
    output reg  [ 7:0]  o_data,          
    output reg          o_ready,         
    output reg  [3:0]   vga_r,
    output reg  [3:0]   vga_g,
    output reg  [3:0]   vga_b,
    output wire         vga_hs,
    output wire         vga_vs,
    output wire         dram_clk,        
    output reg  [ 1:0]  dram_ba,         
    output wire [12:0]  dram_addr,       
    inout  wire [15:0]  dram_dq,         
    output wire         dram_cas,        
    output wire         dram_ras,        
    output wire         dram_we,         
    output reg          dram_ldqm,       
    output reg          dram_udqm,       
    output reg  [ 8:0]  vb_address_w,
    output reg  [ 8:0]  vb_address_r,
    output reg          vb_wren,
    output reg  [15:0]  vb_data,         
    input  wire [15:0]  vb_read          
);
parameter videomemory_start     = 2;
localparam cmd_loadmode     = 3'b000;
localparam cmd_refresh      = 3'b001;
localparam cmd_precharge    = 3'b010;
localparam cmd_activate     = 3'b011;
localparam cmd_write        = 3'b100;
localparam cmd_read         = 3'b101;
localparam cmd_burst_term   = 3'b110;
localparam cmd_nop          = 3'b111;
localparam state_idle      = 0;
localparam state_update    = 1;
localparam state_activate  = 2;
localparam state_close_row = 3;
localparam state_write     = 4;
localparam request_none    = 0;
localparam request_write   = 1;
localparam request_read    = 2;
localparam init_time = 5000;
initial begin
    o_ready   = 0;
    dram_ba   = 0;
    dram_ldqm = 1;
    dram_udqm = 1;
    vb_wren   = 0;
end
assign dram_dq   =  dram_we ? 16'hZZZZ : {i_data, i_data};
assign dram_clk  =  clock_100_mhz;
assign {dram_addr                  } = chipinit ? dram_init    : address;
assign {dram_ras, dram_cas, dram_we} = chipinit ? command_init : command;
reg             chipinit        = 1;
reg  [14:0]     icounter        = 0;
reg  [2:0]      command         = cmd_nop;
reg  [2:0]      command_init    = cmd_nop;
reg  [12:0]     dram_init       = 12'b1_00000_00000;
reg  [12:0]     address         = 0;
reg  [24:0]     current_addr    = 0;
reg  [ 7:0]     current_x       = 0;
reg             current_y       = 0;
reg  [ 3:0]     current_state   = state_idle;
reg  [ 3:0]     cursor          = 0;
reg  [25:0]     w_address       = 0;
reg  [ 1:0]     rw_request      = 0;
always @(posedge clock_25_mhz)
if (chipinit) begin
    case (icounter)
        init_time + 1:  begin command_init <= cmd_precharge; end
        init_time + 4:  begin command_init <= cmd_refresh; end
        init_time + 18: begin command_init <= cmd_loadmode; dram_init[9:0] <= 10'b0_00_010_0_111; end
        init_time + 21: begin chipinit     <= 0; end
        default:        begin command_init <= cmd_nop; end
    endcase
    icounter <= icounter + 1;
end
always @(posedge clock_100_mhz)
if (~chipinit) begin
    case (current_state)
        state_idle: begin
            if ((i_address != w_address) && (rw_request == request_none)) begin
                rw_request  <= i_we ? request_write : request_read;
                w_address   <= i_address;
                o_ready     <= 1'b0;
                if (i_we) o_data <= i_data;
            end
            else if ((current_y ^ Y[0]) && (Y < 480)) begin
                current_state <= state_activate;
                current_addr  <= Y*256 + videomemory_start;
                current_x     <= 0;
                current_y     <= Y[0];
                cursor        <= 1'b0;
                o_ready       <= 1'b0;
                dram_ldqm     <= 1'b0;
                dram_udqm     <= 1'b0;
            end
            else if (rw_request) begin
                cursor        <= 0;
                command       <= cmd_activate;
                rw_request    <= request_none;
                current_state <= state_write;
                current_addr  <=  w_address[25:1];
                address       <=  w_address[23:11];
                dram_ba       <=  w_address[25:24];
                dram_udqm     <=  w_address[0];
                dram_ldqm     <= ~w_address[0];
            end
            else begin o_ready <= 1'b1; end
        end
        state_activate: case (cursor)
            0: begin
                cursor  <= 1;
                command <= cmd_activate;
                address <= current_addr[22:10];  
                dram_ba <= current_addr[24:23];  
            end
            4: begin
                cursor  <= 5;
                command <= cmd_read;
                address <= {1'b0, current_addr[9:0]};
            end
            5: begin
                cursor       <= cursor + 1;
                address[9:0] <= address[9:0] + 1;
            end
            6: begin
                cursor        <= 0;
                current_state <= state_update;
                address[9:0]  <= address[9:0] + 1;
            end
            default: begin
                command <= cmd_nop;
                cursor  <= cursor + 1;
            end
        endcase
        state_update: begin
            vb_wren      <= 1;
            vb_address_w <= {~Y[0], current_x[7:0]};
            vb_data      <= dram_dq;
            current_x    <= current_x + 1;
            address[9:0] <= address[9:0] + 1;
            if (current_x == 159) current_state <= state_close_row;
        end
        state_close_row: case (cursor)
            0: begin
                command     <= cmd_precharge;
                address[10] <= 1'b1;
                vb_wren     <= 1'b0;
                cursor      <= 1;
                dram_ldqm   <= 1'b1;
                dram_udqm   <= 1'b1;
            end
            1: begin cursor <= cursor + 1; command <= cmd_nop; end
            2: current_state <= state_idle;
        endcase
        state_write: case (cursor)
            2: begin
                cursor  <= 3;
                command <= cmd_write;
                address <= {1'b1, current_addr[9:0]};
            end
            5: begin
                cursor      <= 6;
                command     <= cmd_precharge;
                address[10] <= 1'b1;
                dram_udqm   <= 1'b1;
                dram_ldqm   <= 1'b1;
            end
            6: begin
                cursor        <= 0;
                command       <= cmd_nop;
                current_state <= state_idle;
            end
            default: begin command <= cmd_nop; cursor <= cursor + 1; end
        endcase
    endcase
end
parameter hz_visible = 640;
parameter hz_front   = 16;
parameter hz_sync    = 96;
parameter hz_back    = 48;
parameter hz_whole   = 800;
parameter vt_visible = 480;
parameter vt_front   = 10;
parameter vt_sync    = 2;
parameter vt_back    = 33;
parameter vt_whole   = 525;
assign vga_hs = x  < (hz_back + hz_visible + hz_front);  
assign vga_vs = y >= (vt_back + vt_visible + vt_front);  
wire        xmax = (x == hz_whole - 1);
wire        ymax = (y == vt_whole - 1);
reg  [10:0] x    = 0;
reg  [10:0] y    = 0;
wire [9:0]  X    = x - hz_back + 5;  
wire [8:0]  Y    = y - vt_back + 1;  
reg  [ 3:0] color_id;
reg  [11:0] color_rgb;
reg  [ 1:0] color_ax;
always @(posedge clock_25_mhz) begin
    x <= xmax ?         0 : x + 1;
    y <= xmax ? (ymax ? 0 : y + 1) : y;
    if (x >= hz_back && x < hz_visible + hz_back &&
        y >= vt_back && y < vt_visible + vt_back)
    begin
         {vga_r, vga_g, vga_b} <= color_rgb;  
    end
    else {vga_r, vga_g, vga_b} <= 12'b0;
    case (color_id)
        4'b0000: color_rgb <= 12'h000;
        4'b0001: color_rgb <= 12'h008;
        4'b0010: color_rgb <= 12'h080;
        4'b0011: color_rgb <= 12'h088;
        4'b0100: color_rgb <= 12'h800;
        4'b0101: color_rgb <= 12'h808;
        4'b0110: color_rgb <= 12'h880;
        4'b0111: color_rgb <= 12'hccc;
        4'b1000: color_rgb <= 12'h888;
        4'b1001: color_rgb <= 12'h00f;
        4'b1010: color_rgb <= 12'h0f0;
        4'b1011: color_rgb <= 12'h0ff;
        4'b1100: color_rgb <= 12'hf00;
        4'b1101: color_rgb <= 12'hf0f;
        4'b1110: color_rgb <= 12'hff0;
        4'b1111: color_rgb <= 12'hfff;
    endcase
    case (color_ax)
        2'b00: color_id <= vb_read[15:12];
        2'b01: color_id <= vb_read[11:8];
        2'b10: color_id <= vb_read[ 7:4];
        2'b11: color_id <= vb_read[ 3:0];
    endcase
    vb_address_r <= {Y[0], X[9:2]};
    color_ax     <=  X[1:0];
end
endmodule
```

## ./run.sh

```bash
#!/bin/bash
# OpenROAD 26Q1-2900-gdf79404cd8, Yosys 0.63+post, stock flow scripts
make -C /OpenROAD-flow-scripts/flow DESIGN_CONFIG=/design/flow/config.mk WORK_HOME=/design/flow/orfs finish
```

==> flow_summary.json <==
{
  "status": "stopped before the end",
  "failing_step": "5_1_grt",
  "tool.error": "[ERROR RSZ-0074] Failed to build tree from global routes for pin 'input35/X' and net 'i_data[7]' at grid (169050, 113850): found route to 3 pins, expected 4",
  "avgSynthCellArea_um2": 11.58,
  "async_flop_share_pct": 0,
  "holdBufCountCts": 0,
  "pin_count": 148,
  "yosys_cells": 787,
  "top_cell_area_share_pct": 48.13,
  "synth.distinct_cells": 70,
  "area_leaders": "edfxtp_1 48%, dfxtp_1 9.9%, xor2_1 4.7%",
  "num_rows": 63,
  "post-cts-setup-buffer-count": 0,
  "post_cts_resized": 0,
  "dpl.hpwl_um": 14350,
  "synthCells": 787,
  "port_buffers": 130,
  "gp_congestion": 0.8557,
  "postSynthSeqShare_pct": 58.01,
  "edf_count": 146,
  "synth-seq-cells": 191,
  "die_h_um": 176.3,
  "ys_warn_count": 2,
  "fp_util_pct": 30.57,
  "grt_max_degree": 32,
  "fp.dieW_um": 176.3,
  "syn_area_mm2": 0.009110,
  "synth_top_cell_by_area": "edfxtp_1",
  "ys.flop_type": "edfxtp_1",
  "yosys_area_mm2": 0.009110
}
-- cells by family after synthesis --
kind of cell | after synthesis | synth area share, %
and+or+nand+nor | 275 | 15.59
AOI/OAI and AO/OA | 122 | 9.065
muxes | 9 | 1.607
xor gates and xnor gates | 80 | 7.774
DFF | 191 | 58.01
adders and majority gates | 19 | 2.582
other | 1 | 0.04116
buffers and inverters | 90 | 5.329
-- synth_stat cells (all sizes together) (18+ instances only) --
library cell	number
edfxtp	146
nor2	68
nand2	57
xor2	50
dfxtp	45
buf	44
a21oi	30
xnor2	30
and2	27
o21ai	26
inv	25
nand3	23
clkbuf	21
nor2b	21
ha	18
-- stage by stage --
| stage | instances | utilization, % | total power, mW | area (um^2) | setup slack [ps] |
|---|---|---|---|---|---|
| after CTS | 1304 | 38.63 | 2.269 | 11510 | 1769 |
| after detailed placement | 1253 | 35.61 | 1.132 | 10610 | 2033 |
| after global placement | 1253 | 35.61 | 1.131 | 10610 | 2033 |
| after floorplan | 787 | - | 1.102 | 9110 | 2302 |
Power is estimated from default activity; no workload was simulated.
